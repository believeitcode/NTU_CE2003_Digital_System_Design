`design/flow/config.mk`:
```
export PLATFORM = sky130hd
export DESIGN_NAME = DataGen
export DESIGN_NICKNAME = DataGen
export VERILOG_FILES = /design/flow/design.v
export SDC_FILE = /design/flow/constraint.sdc
export NUM_CORES = 4
export LEC_CHECK = 1
export CORE_UTILIZATION = 40
```
`design/flow/run.sh`:
```
#!/bin/bash
# OpenROAD 26Q1-2900-gdf79404cd8, Yosys 0.63+post, stock flow scripts
make -C /OpenROAD-flow-scripts/flow DESIGN_CONFIG=/design/flow/config.mk WORK_HOME=/design/flow/orfs finish
```
`design/flow/design.v`:
```
module DataGen(
input             i_clk,
input             i_rst,
input             i_buffon_up,
input             i_buffon_down,
input             i_buffon_left,
input             i_buffon_right,
input      [5:0]  i_color,
output reg [8:0]  o_x,
output reg [7:0]  o_y,
output reg [5:0]  o_data,
output reg        o_done
);
reg done;
reg [8:0]  x_min;
reg [8:0]  x_max;
reg [7:0]  y_min;
reg [7:0]  y_max;
reg [30:0] color_count;
always @(posedge i_clk)
begin
    if(i_rst)
    begin
        o_x     <= 0;
        o_y     <= 0;
		  o_done  <= 0;
    end
    else
    begin 
	 o_x <= (o_x+1) % 400;  
	 if(o_x == 0)
	 o_y <= (o_y+1) % 225;
	 if((o_x == 399) && (o_y == 224))
	 o_done <= 1;
	end			
end
always @(posedge i_clk)
begin
    if(i_rst)
	 begin
	     o_data  <=  6'b111_111;
	 end
	 else
	 begin
	    if(o_x > x_min & o_x < x_max & o_y > y_min & o_y < y_max)
          o_data <= i_color[0]?color_count[30:25]:i_color;
       else
          o_data <= 6'b000000;
	 end
end
always @(posedge i_clk)
begin
    if(i_rst)
	 begin
	     x_min  <=  100;
	     x_max  <=  150;
	     y_min  <=  100;
	     y_max  <=  150;
	 end
	 else
	 begin
		  if(i_buffon_left)
		  begin
		      if(x_min >= 1)
				begin
				    x_min <= x_min - 1;
				    x_max <= x_max - 1;
				end	 
		  end
		  if(i_buffon_right)
		  begin
		      if(x_max <= 398)
				begin
				    x_min <= x_min + 1;
				    x_max <= x_max + 1;
				end	 
		  end
		  if(i_buffon_up)
		  begin
		      if(y_min >= 1)
				begin
				    y_min <= y_min - 1;
				    y_max <= y_max - 1;
				end	 
		  end
		  if(i_buffon_down)
		  begin
		      if(y_max <= 223)
				begin
				    y_min <= y_min + 1;
				    y_max <= y_max + 1;
				end	 
		  end
	 end
end
always @(posedge i_clk)
begin
if(i_color[0])
color_count <= color_count+1;
end
endmodule
```
`design/flow/constraint.sdc`:
```
current_design DataGen

set clk_period 4.4
set clk_io_pct 0.2

create_clock -name clk0 -period $clk_period [get_ports {i_clk}]

set non_clock_inputs [all_inputs -no_clocks]
set_input_delay [expr $clk_period * $clk_io_pct] -clock clk0 $non_clock_inputs
set_output_delay [expr $clk_period * $clk_io_pct] -clock clk0 [all_outputs]
```
==> CHANGELOG.md <==
### Changed

- Last weighted congestion value of the routability-driven placer: 0.946
- Antenna-violating nets left: 0
- ANT cells: 0
- Cell accounting for the most synthesized area: sky130_fd_sc_hd__dfxtp_1
- TritonRoute pass-1 iters: 21
- Time the worst path needs with I/O delays and setup: 3060 ps
- I/O pin total: 36
- DP HPWL: 9500 µm
- Maximum number of pins on one net before global-route repair: 48
- First-pass GRT wire length: 22,900 µm
- Reg-to-Reg Start: o_x[1]
- Top area cell types: sky130_fd_sc_hd__dfxtp_1 19%, sky130_fd_sc_hd__edfxtp_1 15%, sky130_fd_sc_hd__ha_1 11%, sky130_fd_sc_hd__xnor2_1 7.2%, sky130_fd_sc_hd__nor2_1 4.5%
- CP Cell Sequence: ha_1 -> nand4_1 -> or3_1 -> and2_1 -> a221oi_1 -> ha_1 -> nand2b_1 -> o21ai_0 -> nor3_1 -> o21ai_1 -> xnor2_1 -> nor2_1
- Core Rows: 44
- Dominant synthesized flop cell: sky130_fd_sc_hd__dfxtp_1
- VDD IR max: 0.000202 V
- Stage delay of the slowest cell on the critical path: 480 ps
- Hold buffer count at CTS: 0
- Number of antenna violations at the first check in global routing: 0
- Type of the most critical hold path: reg -> reg
- Netlist Area Pre-Place: 6040 µm²
- Max-cap violation count: 0
- CTS Buffer Depth: 2
- Slew HR: 57.8%
- Die span in y: 125 µm
- Data required time of the critical path: 4620 ps
- Tot GR Track Use: 18.3%
- Cell variety after synth: 72
- Post-synth EDFFs: 31
- Endpoints failing setup: 0
- Ratio of routed vias to standard cells: 5.55
- Crit end category: register
- Final wirelength: 13,400 µm
- Total via count in the routed design: 5,069
- Highest-count cells in the layout ignoring fill and taps: 72 x sky130_fd_sc_hd__nor2_1, 58 x sky130_fd_sc_hd__dfxtp_1, 57 x sky130_fd_sc_hd__nand2_1
- Post-synth top area share: 19.2%
- Area growth, synth to finish: 12.5%
- Area of the die: 15,600 µm²
- Number of hold violations in the final report: 0
- Post-placement cell count: 897
- Placed Instance Area: 6500 µm²
- Critical Path Source Type: register
- Number of global-route vias before repair: 4,795
- Chip area from the yosys synthesis statistics: 6040 µm²
- Number of OpenROAD warnings: 35
- Most common logic cell in the routed design: sky130_fd_sc_hd__nor2_1
- Type of the setup path with the least slack: reg -> reg
- Yosys warning count: 1
- CTS sink cnt: 89
- RSZ-0062 raised after global routing: no
- Postcts setup bufs: 0
- Fraction of the core area covered by cells at the end of the flow: 46.4%
- Share of final-layout standard cells stronger than drive strength 1: 3.43%
- Status: finished clean
- Post-detailed-route DRC marker count: 0
- Core area: 14,600 µm²
- Clock transition at the registers of the reported paths: 60 ps
- Async SR Flop Fraction: 0%
- Mapped Cells: 702
- Aggregate negative setup slack: 0 ps
- Cell chosen for the clock root: sky130_fd_sc_hd__clkbuf_16
- Clock Latency Late Sink: 340 ps
- Worst-case clock skew: 3.86 ps
- Cell count in the Yosys report: 702
- Core utilization at floorplan: 41.3%
- Crit path from: o_x[1]
- Routed wirelength normalized by instance count: 14.7 µm
- Post-CTS Resized: 0
- Master of the slowest instance on the critical path: sky130_fd_sc_hd__dfxtp_1
- H-tree lvl count: 3
- Initial detailed-routing violation count: 379
- Fin area: 6800 µm²
- Most Frequent Cell on Critical Path: sky130_fd_sc_hd__ha_1
- Number of synthesized register bits: 89
- Arrival time reported for the critical path endpoint: 3270 ps
- P_leak: 2.67 nW
- Synth Area per Inst: 8.61 µm²
- Minimum hold slack: 484 ps
- Largest driver fanout on the critical path: 11
- Num CTS Buffers: 9
- X dimension of the die: 125 µm
- Synth Seq Share: 34.6%
- Max Fclk: 327 MHz
- Max-slew violation count: 0
- PortBufs: 35
- Clock tree from TritonCTS: built
- Congestion Overflow GR: 0
- Hold Path Origin: o_done
- PwrDens: 308 nW/µm²
- Post-route fraction of the period consumed by the critical path: 69.5%
- Final standard cell count with taps included and fillers excluded: 913
- Tightest Pin Transition: 630 ps
[critical path, delay by kind of cell (launching register included)]
kind	cells	cell delay (ps)
fa+ha+maj	2	720
compound gates	3	570
flops	1	480
simple gates	6	1030
xor+xnor	1	140
[cells by family (layout without fill, tap and decap cells)]
group | after synthesis | count (layout) | synth area share (%)
mux | 12 | 12 | 2.07
fa+ha+maj | 51 | 51 | 10.6
compound gates | 130 | 130 | 14.9
flops | 89 | 89 | 34.6
buf+inv | 82 | 109 | 5.88
xor+xnor | 63 | 63 | 9.13
simple gates | 275 | 275 | 22.9
[metrics by stage]
stage | power (mW) | setup slack, ps
CTS | 2.12 | 1340
finish | 2.09 | 1340
global route | 2.20 | 1030
floorplan | 1.23 | 1580
detailed placement | 1.33 | 1350
global placement | 1.32 | 1430
[final timing paths]
| path | to | slack (ps) | depth (start not counted) |
|---|---|---|---|
| max | o_x[6] | 1340 | 12 |
| min reg2reg | o_done | 480 | 2 |
| max reg2reg | o_x[6] | 1340 | 12 |
| min | o_done | 480 | 2 |
[routing by layer]
metal  wire (µm)  global-route usage, %  vias to the layer above
met5           0                      0                        -
met4         170                   2.30                        0
met3         536                   2.35                       13
met2        6120                   28.9                      110
met1        6610                   28.4                     2352
li1            -                      -                     2594
[flip-flops by register name (all words and copies together), names as in the netlist]
register / count
color_count: 31
o_data: 6
o_done: 1
o_x: 9
o_y: 8
x_max: 9
x_min: 9
y_max: 8
y_min: 8
[cell type report]
type                            instances  area (µm²)
Clock buffer                           10         229
Clock inverter                          6        67.6
Fill cell                            1344        7850
Inverter                               54         203
Multi-Input combinational cell        531        3600
Sequential cell                        89        2090
Tap cell                              184         230
Timing Repair Buffer                   39         380
[Yosys cell counts (6+ instances only)]
cell type and number:
sky130_fd_sc_hd__nor2_1 72, sky130_fd_sc_hd__dfxtp_1 58, sky130_fd_sc_hd__nand2_1 57, sky130_fd_sc_hd__inv_1 53
sky130_fd_sc_hd__ha_1 51, sky130_fd_sc_hd__xnor2_1 50, sky130_fd_sc_hd__nand3_1 35, sky130_fd_sc_hd__edfxtp_1 31
sky130_fd_sc_hd__nand4_1 27, sky130_fd_sc_hd__a21oi_1 24, sky130_fd_sc_hd__nor3_1 17, sky130_fd_sc_hd__clkbuf_1 15
sky130_fd_sc_hd__a31oi_1 13, sky130_fd_sc_hd__and3_1 13, sky130_fd_sc_hd__xor2_1 13, sky130_fd_sc_hd__o21ai_0 12
sky130_fd_sc_hd__a21o_1 10, sky130_fd_sc_hd__and4_1 10, sky130_fd_sc_hd__mux2i_1 8, sky130_fd_sc_hd__o21ai_1 8
sky130_fd_sc_hd__or3_1 8, sky130_fd_sc_hd__o211ai_1 7, sky130_fd_sc_hd__o22ai_1 7, sky130_fd_sc_hd__o41ai_1 7
sky130_fd_sc_hd__nor4_1 6
[power by group]
group / internal [mW] / switching [mW] / total, mW
Combinational: 0.151 / 0.178 / 0.329
Clock: 0.444 / 0.336 / 0.779
Sequential: 0.905 / 0.0792 / 0.984
Total: 1.50 / 0.593 / 2.09
Power figures rest on the tool's default switching activity, not on a simulated workload.
