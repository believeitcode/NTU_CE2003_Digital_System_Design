<file path="flow/config.mk">
export PLATFORM = sky130hd
export DESIGN_NAME = top_mod
export DESIGN_NICKNAME = top_mod
export VERILOG_FILES = /design/flow/design.v
export SDC_FILE = /design/flow/constraint.sdc
export NUM_CORES = 4
export LEC_CHECK = 1
export CORE_UTILIZATION = 50
</file>
<file path="flow/constraint.sdc">
current_design top_mod

set clk_period 12.1
set clk_io_pct 0.2

create_clock -name clk0 -period $clk_period [get_ports {clk}]

set non_clock_inputs [all_inputs -no_clocks]
set_input_delay [expr $clk_period * $clk_io_pct] -clock clk0 $non_clock_inputs
set_output_delay [expr $clk_period * $clk_io_pct] -clock clk0 [all_outputs]
</file>
<file path="flow/design.v">
module clkGen_7seg(input i_clk, output o_clk, seg_Tg_out, output reg [6:0] seg);
wire [3:0] seat_Hi =4'd2;	 
wire [3:0] seat_Lo =4'd8;	 
reg [20:0] counter = 21'd0;
wire [3:0] num, num1;
assign num = seg_clk ? seat_Hi : seat_Lo;  
assign seg_Tg_out = seg_clk;	 
assign seg_clk = counter[20];	 
assign o_clk = counter[10];	 
always @(posedge i_clk)
begin
    counter <= counter + 1'b1;
end
always @*
begin
	case (num)
		4'd0 : seg = 7'b0111111;
		4'd1 : seg = 7'b0000110;
		4'd2 : seg = 7'b1011011;
		4'd3 : seg = 7'b1001111;
		4'd4	:	seg = 7'b1100110;
		4'd5	:	seg = 7'b1101101;
		4'd6	:	seg = 7'b1111101;
		4'd7	:	seg = 7'b0000111;
		4'd8	:	seg = 7'b1111111;
		4'd9	:	seg = 7'b1101111;
		4'd10	:	seg = 7'b1110111;
		4'd11	:	seg = 7'b1111100;
		4'd12	:	seg = 7'b1011000;
		4'd13	:	seg = 7'b1011110;
		4'd14	:	seg = 7'b1111001;
		4'd15	:	seg = 7'b1110001;
		default:	seg = 7'b0000000;
	endcase
end
endmodule
module debounce(
input    i_clk,
input    i_swtch,
output   o_pulse
);
reg switch_sync1, switch_sync2;
always @(posedge i_clk)                       
begin 
    switch_sync1   <=  i_swtch;
    switch_sync2   <=  switch_sync1;
end	 
reg [10:0] counter;                               
always @(posedge i_clk)
begin
	 if(switch_sync2 & counter < 2000)         
	     counter <= counter + 1'b1;      			 
	 else if(~switch_sync2)                    
        counter <= 0;	 
end
assign o_pulse = (counter == 1200) ? 1'b1 : 1'b0;     
endmodule
`timescale 1ns / 1ps
module lut_mod(
    input clk,
    input rst,
    input write_en,
    input save_data,
    input show_reg,
    input [7:0] d_in,
    output [7:0] d_out
    );
reg[7:0] data_reg;
reg[7:0] ramdata[0:63];
wire[5:0] addr;
assign addr = d_in[5:0];
always @(posedge clk) 
  begin
		if(!rst) 
			data_reg <= 8'b00000000; 
		else if(save_data)
			data_reg <= d_in;
	if(write_en)
		ramdata[addr] <= data_reg;
  end
assign d_out = show_reg? ramdata[addr] : data_reg; 	
endmodule
`timescale 1ns / 1ps
module top_mod(
    input clk,
    input rst,
    input write_en,
    input save_data,
    input show_reg,
    input [7:0] d_in,
    output [7:0] d_out,
    output seg_Tg_out,
    output [6:0] seg
    );
	 wire clk_out;
	 wire save_out;
	 wire write_out;
	clkGen_7seg clock(.i_clk(clk), .o_clk(o_clk), .seg_Tg_out(seg_Tg_out), .seg(seg));
	debounce save(.i_clk(clk_out), .i_swtch(save_data), .o_pulse(save_out));
	debounce write(.i_clk(clk_out), .i_swtch(write_en), .o_pulse(write_out));
	lut_mod memorymod(.clk(clk) , .rst(rst), .write_en(write_en), .save_data(save_data), .show_reg(show_reg), .d_in(d_in) ,.d_out(d_out));
endmodule
</file>
<file path="flow/run.sh">
#!/bin/bash
# OpenROAD 26Q1-2900-gdf79404cd8, Yosys 0.63+post, stock flow scripts
make -C /OpenROAD-flow-scripts/flow DESIGN_CONFIG=/design/flow/config.mk WORK_HOME=/design/flow/orfs finish
</file>
==> Implementation_results.wiki <==
== Run summary ==
{| class="wikitable"
! Metric !! Value
|-
| Status || finished, final reports clean
|-
| Routed length per placed instance || between 20 and 30 µm
|-
| Xor+xnor area frac || 0.00771
|-
| Layout filler cell count || between 3000 and 4000
|-
| Area of the die || between 40000 and 50000 µm²
|-
| Total cells reported by yosys after synthesis || around 1300
|-
| Number of global-route vias before repair || 12231
|-
| Number of setup buffers added after CTS || 0
|-
| Core Region || roughly 42000 µm²
|-
| Nature of the critical path startpoint || primary input
|-
| Top-Level Pins || 29
|-
| Largest net degree at the start of global routing || ~120
|-
| Initial antenna violation count || 1
|-
| Starting density of the core || 0.511
|-
| Post-layout minimum cycle time || between 8 and 9 ns
|-
| Commonest Layout Cell || sky130_fd_sc_hd__edfxtp_1
|-
| PortBufs || 23
|-
| Synth logic family || multiplexers
|-
| Sinks on Clock Net || ~540
|-
| Die W || approximately 210 µm
|-
| Post-Synthesis Cells || approximately 1300
|-
| Die span in y || approximately 210 µm
|-
| Top FF cell, synth || sky130_fd_sc_hd__edfxtp_1
|-
| Min-delay worst type || flop to flop
|-
| Mux area share || 0.0941
|-
| Later-pin clock latency in the skew report || approximately 0.6 ns
|-
| Highest metal layer used by the detailed router || met5
|-
| Total length of routed met2 wires || 24100 µm
|-
| Critical path data required time || roughly 9.7 ns
|-
| Number of failing hold endpoints at the final stage || 0
|-
| Placed Instance Area || 22100 µm²
|-
| Static Leak || ~0.0076 µW
|-
| Post-synthesis chip area from yosys || between 20000 and 25000 µm²
|-
| Pin slew with the least headroom to its limit || 1.03 ns
|-
| Maxcap violations || 0
|-
| Number of buffers created by CTS || ~55
|-
| Slew Limit Headroom || 0.310
|-
| Summed instance area of the synthesized netlist || ~22000 µm²
|-
| Clock root buffer || sky130_fd_sc_hd__clkbuf_16
|-
| GR Overflow Total || 0
|-
| Worst IR Drop VDD || approximately 0.12 mV
|-
| Adder Area Share || 0.000580
|-
| Period Utilization, post-route || 0.691
|-
| Number of warnings in the stage logs || 27
|-
| Synthesized registers || roughly 540
|-
| Post-Synthesis Mean Instance Area || 16.5 µm²
|-
| Cell Count Post-Placement || between 1500 and 2000
|-
| Setup repair after global routing missed its margin || no
|-
| Fraction of layout cells with a size suffix above 1 || 0.110
|-
| Ant diodes || 0
|-
| Final Max Slew Viols || 0
|-
| # setup viols final || 0
|-
| Largest fanout of any net on the critical path || about 98
|-
| Post-Synth Simple-Gate Area || 0.0583
|-
| Number of nets with antenna violations after routing || 0
|-
| Highest clock rate || about 120 MHz
|-
| Fraction of the mapped netlist area in compound gates || 0.0723
|-
| DP Wirelength || ~30000 µm
|-
| Post-Route Hold Slack || ~0.42 ns
|-
| H-tree depth || 2
|-
| Kind of capture point of the worst setup path || output pin
|-
| Buffer levels on the longest clock path || 3
|-
| Share of flip-flops with an asynchronous set or reset after synthesis || 0
|-
| Vias per cell || between 6 and 7
|-
| Post-synth EDFFs || a little over 500
|-
| Routed wire length on met3 || roughly 6600 µm
|-
| Total of warnings raised by yosys || 5
|-
| Seq/Total Area, Yosys || 0.739
|-
| Violation count after the first detailed-routing iteration || 745
|-
| Final sum of negative setup slack || 0 ns
|-
| Row count || ~75
|-
| Power density of the placed cells || 165 nW/µm²
|-
| Post-layout util || 0.566
|-
| Critical path type || primary input to output pin
|-
| CTS Hold Buffers Added || 0
|-
| Clk_skew || 0.0171 ns
|-
| Detailed Route WL || between 50000 and 60000 µm
|-
| Number of flip-flops in the largest register || approximately 500
|-
| Placer Congestion || around 0.93
|-
| Post-CTS resize count || 0
|-
| All-Layer GR Usage || 0.271
|-
| CTS tree || yes
|-
| Number of optimization iterations in the first detailed-route pass || 7
|-
| First-pass GRT wire length || around 78000 µm
|-
| Most common logic cells in the final layout || 512 x sky130_fd_sc_hd__edfxtp_1, 131 x sky130_fd_sc_hd__mux2i_1, 78 x sky130_fd_sc_hd__nor2_1
|-
| Number of remaining DRC errors || 0
|-
| Final standard cell count with taps included and fillers excluded || approximately 1900
|-
| Post-route cell area || about 24000 µm²
|-
| Arrival @ worst endpoint || slightly below 6 ns
|-
| Clock-pin slew reported for the worst setup and hold paths after clock tree synthesis || roughly 0.06 ns
|-
| Count of distinct cell types in the synthesized netlist || about 53
|-
| Met1 layer wirelength in the final routing || around 19000 µm
|-
| Total via count in the routed design || about 12000
|-
| Relative area change from synthesis to final layout || 10.8%
|}
-- per-stage QoR --
step,setup slack [ns],power [µW]
2_1_floorplan,5.92,2230
5_1_grt,3.58,4070
6_report,3.74,3950
3_5_place_dp,3.80,2310
4_1_cts,3.78,3980
3_3_place_gp,3.81,2310
-- worst paths after layout --
path,to,slack [ns],start,cells after the start
worst max-delay path,d_out[6],3.74,d_in[2],10
worst min-delay path,clock.counter[0]$_DFF_P_,0.42,clock.counter[0]$_DFF_P_,1
worst max register to register,clock.counter[20]$_DFF_P_,10.51,clock.counter[2]$_DFF_P_,5
worst min register to register,clock.counter[0]$_DFF_P_,0.42,clock.counter[0]$_DFF_P_,1
-- critical path, cell delays in order --
cell,delay [ns]
sky130_fd_sc_hd__buf_6,0.42
sky130_fd_sc_hd__buf_12,0.49
sky130_fd_sc_hd__and2_1,0.54
sky130_fd_sc_hd__buf_4,0.38
sky130_fd_sc_hd__a22oi_1,0.14
sky130_fd_sc_hd__o221ai_1,0.20
sky130_fd_sc_hd__o21ai_0,0.11
sky130_fd_sc_hd__nand4_1,0.22
sky130_fd_sc_hd__o32a_1,0.33
sky130_fd_sc_hd__clkdlybuf4s50_1,0.52
-- where the power goes --
part	switching, µW	internal, µW	total (µW)
combinational	139	62.1	201
sequential	6.15	2060	2070
clock	681	1000	1680
total	826	3120	3950
-- logic make-up (layout without fill, tap and decap cells) --
group / Yosys count / after routing
AND-OR/OR-AND: 233 / 233
buffers and inverters: 91 / 147
adder cells (fa/ha/maj): 1 / 1
multiplexers: 168 / 168
XOR/XNOR: 19 / 19
flip-flops: 541 / 541
AND/OR/NAND/NOR: 256 / 256
other: 1 / 5
-- metal layers --
layer,vias to the layer above,global-route usage
li1,5218,-
met4,2,0.0770
met3,113,0.142
met5,-,0.0122
met1,5723,0.407
met2,610,0.385
-- cell type report --
type	instances	area, µm²	area share
flip-flops and latches	541	16000	0.668
multi-input cells	682	5050	0.211
clock buffers	72	1510	0.0633
well taps	539	674	0.0282
repair buffers	44	415	0.0174
clock inverters	29	280	0.0117
inverters	2	7.51	0.000314
-- synth_stat cells (3+ instances only) --
master / number / area [µm²]
sky130_fd_sc_hd__mux2i_1: 131 / 1310
sky130_fd_sc_hd__nand2_1: 29 / 109
sky130_fd_sc_hd__mux2_2: 10 / 113
sky130_fd_sc_hd__xor2_1: 4 / 35.0
sky130_fd_sc_hd__o221ai_1: 34 / 298
sky130_fd_sc_hd__o21ai_1: 9 / 45.0
sky130_fd_sc_hd__and3_1: 5 / 31.3
sky130_fd_sc_hd__nand2b_1: 6 / 37.5
sky130_fd_sc_hd__o311ai_0: 7 / 61.3
sky130_fd_sc_hd__nor3_1: 7 / 35.0
sky130_fd_sc_hd__xnor2_1: 15 / 131
sky130_fd_sc_hd__buf_1: 4 / 15.0
sky130_fd_sc_hd__nand3_1: 61 / 305
sky130_fd_sc_hd__buf_4: 16 / 120
sky130_fd_sc_hd__o32a_1: 7 / 70.1
sky130_fd_sc_hd__a22oi_1: 50 / 375
sky130_fd_sc_hd__o211ai_1: 3 / 22.5
sky130_fd_sc_hd__dfxtp_1: 29 / 581
sky130_fd_sc_hd__a21oi_1: 39 / 195
sky130_fd_sc_hd__nor2b_1: 43 / 269
sky130_fd_sc_hd__o22ai_1: 8 / 50.1
sky130_fd_sc_hd__o21ai_0: 63 / 315
sky130_fd_sc_hd__nor2_1: 80 / 300
sky130_fd_sc_hd__and2_1: 4 / 25.0
sky130_fd_sc_hd__clkbuf_1: 17 / 63.8
sky130_fd_sc_hd__nand4_1: 11 / 68.8
sky130_fd_sc_hd__buf_6: 15 / 169
sky130_fd_sc_hd__edfxtp_1: 512 / 15400
sky130_fd_sc_hd__buf_2: 32 / 160
sky130_fd_sc_hd__mux4_2: 27 / 608
Power is estimated from default activity; no workload was simulated.
