### /design/flow/run.sh
#!/bin/bash
# OpenROAD 26Q1-2900-gdf79404cd8, Yosys 0.63+post, stock flow scripts
make -C /OpenROAD-flow-scripts/flow DESIGN_CONFIG=/design/flow/config.mk WORK_HOME=/design/flow/orfs finish
### /design/flow/config.mk
export PLATFORM = sky130hd
export DESIGN_NAME = top_FSM
export DESIGN_NICKNAME = top_FSM
export VERILOG_FILES = /design/flow/design.v
export SDC_FILE = /design/flow/constraint.sdc
export NUM_CORES = 4
export LEC_CHECK = 1
export CORE_AREA = 10 10 93 93
export DIE_AREA = 0 0 103 103
### /design/flow/constraint.sdc
current_design top_FSM

set clk_period 3.9
set clk_io_pct 0.2

create_clock -name clk0 -period $clk_period [get_ports {clk}]

set non_clock_inputs [all_inputs -no_clocks]
set_input_delay [expr $clk_period * $clk_io_pct] -clock clk0 $non_clock_inputs
set_output_delay [expr $clk_period * $clk_io_pct] -clock clk0 [all_outputs]
### /design/flow/design.v
`timescale 1ns / 1ps
module FMS_vend(
    input rst,
    input clk,
    input c50,
    input d1,
    input cancel,
    output reg[1:0] st,
    output reg insert_coin,
    output reg money_return,
    output reg dispense
    );
parameter INIT=2'b00,s50=2'b01,VEND=2'b10,RETURN=2'b11;
reg[1:0] nst, cur_st;
always @ (posedge clk) begin
	if(!rst)
		cur_st<=INIT;
	else
		cur_st<=nst;			
end
always @* begin 
	nst = cur_st;
	case(cur_st)
		INIT: begin
			st = 2'b00;
			insert_coin = 1;
			money_return = 0;
			dispense = 0;
			if(c50)
				nst = s50;
			if(d1)
				nst = VEND;
			end
		s50: begin 
			st = 2'b01;
			insert_coin = 1;
			money_return = 0;
			dispense = 0;
			if(c50)
				nst = VEND;
			if(d1 || cancel)
				nst = RETURN ;
			end
      VEND: begin 
			st = 2'b10;
			insert_coin = 0;
			money_return = 0;
		  	dispense = 1;
			if(!rst)
				nst = INIT;
			end
		RETURN: begin
			st = 2'b11;
			insert_coin = 0;
			money_return = 1;
		  	dispense = 0;
			if(!rst)
				nst = INIT;
			end
		endcase
	end		
endmodule
module clkgen( input    clk_in,
               output   seg_clk, clk_out );
reg [27:0] counter = 28'd0;
always @(posedge clk_in)
begin
    counter <= counter + 1'b1;
end
assign clk_out = counter[27];
assign seg_clk = counter[15];
endmodule
`timescale 1ns / 1ps
module sevenseg(
    input [3:0] a, 
	 input seg_clk, seg_switch,
	 output seg_Tg_out,
    output reg [6:0] seg
    );
wire [3:0] seat_Hi =4'd2;	 
wire [3:0] seat_Lo =4'd8;	 
wire [3:0] num, num1, num2;
assign num1 = seg_clk ? 4'd0 : a; 
assign num2 = seg_clk ? seat_Hi : seat_Lo;  
assign num = ~seg_switch ? num1 : num2; 	 
assign seg_Tg_out = seg_clk;	 
always @*
begin
	case (num)
		4'd0 : seg = 7'b0111111;
		4'd1 : seg = 7'b0000110;
		4'd2 : seg = 7'b1011011;
		4'd3 : seg = 7'b1001111;
		4'd4	:	seg = 7'b1100110;
		4'd5	:	seg = 7'b1101101;
		4'd6	:	seg = 7'b1111101;
		4'd7	:	seg = 7'b0000111;
		4'd8	:	seg = 7'b1111111;
		4'd9	:	seg = 7'b1101111;
		4'd10	:	seg = 7'b1110111;
		4'd11	:	seg = 7'b1111100;
		4'd12	:	seg = 7'b1011000;
		4'd13	:	seg = 7'b1011110;
		4'd14	:	seg = 7'b1111001;
		4'd15	:	seg = 7'b1110001;
		default:	seg = 7'b0000000;
	endcase
end
endmodule
`timescale 1ns / 1ps
module top_FSM( input clk, rst, c50, d1, cancel, 
					 input seg_button,
                output insert_coin, money_return, dispense,
					 output sClk, seg_Tg_out,
					 output [6:0] seg);
	 wire [1:0] st;
	 wire segClk;
	 FMS_vend U1 (.clk(sClk), .rst(rst), .c50(c50), .d1(d1), .cancel(cancel),
						.insert_coin(insert_coin), .money_return(money_return), .dispense(dispense), .st(st));
	 clkgen   U5 (.clk_in(clk), .seg_clk(segClk), .clk_out(sClk));
	 sevenseg U6 (.a({2'b00,st}), .seg_clk(segClk), .seg_switch(seg_button), .seg_Tg_out(seg_Tg_out), .seg(seg));
endmodule
==> impl_metrics.yaml <==
# flow metrics
logic_synthesis:
  ys_ff: 32
  ys_area_sq_um: 1400
  synthCells: 137
  ys_cells: 137
  avgSynthCellArea_sq_um: 10.2
  seq_area_frac_synth: 0.456
  synth_cell_types: 34
  syn-cell-area_sq_um: 1400
  ys_warn_count: 3
power:
  switching_share: 0.186
  leakage_nw: 0.658
  p_per_area_nw_per_um2: 279
  ir_worst_vdd_mv: 0.149
  p_comb_frac: 0.025
  p_clk_frac: 0.370
  internal_power_w: 0.000384
  seq_power_share: 0.606
  p_sw_w: 0.0000878
global_route:
  grt_pass1_vias: 896
  grt_max_degree: 16
  grt.total_usage: 0.0440
  grt_antenna_before_repair: 0
  grt_overflow: 0
  grt_pass1_wl_microns: 3950
clock_tree:
  cts_tree: "done"
  insertion_delay_ns: 0.27
  root_buffer: "clkbuf_8"
  cts_buffers: 3
  cts_setup_buffers: 0
  cts_max_level: 1
  ctsResizeCount: 0
  ctsHoldBuffers: 0
  cts.path.max_buffers: 2
  clk_pin_slew_ns: 0.09
timing:
  period_used_share: 0.773
  drv_slew: 0
  hold_viol_final: 0
  skew_ns: 0.00390
  untimed_endpoints: 7
  finalCriticalPeriod_ns: 3.02
  fmax_ghz: 0.332
  setup_viol: 0
  grt_setup_unrepaired: "false"
  tns_ns: 0
  unclocked_regs: 4
placed_design:
  place_congestion: 0.823
  dp_cells: 230
  dp_hpwl_microns: 1690
  numPortBuffers: 16
floorplan:
  initial_core_util: 0.208
  die_width_microns: 103
  dieHeight_microns: 103
  io_pins: 18
  die-area_sq_um: 10600
  rows: 30
  fp.coreArea_sq_um: 6760
finish:
  layout-drive-gt1-share: 0.123
  syn2layout_area_growth_pct: 20.6
  final_cell_mix: "dfxtp_1, clkdlybuf4s50_1, xor2_1"
  lay_top_count: "dfxtp_1"
  n_fill_cell: 707
  layout.cells.non_filler: 234
critical_path:
  crit_top_cell: "clkdlybuf4s50_1"
  crit_path_start_kind: "primary input"
  critPathTopFamily: "buffers and inverters"
  crit_required_ns: 3.12
  cp.buffers_inverters: 2
  timing.rr.end: "U5.counter[20]"
  criticalPathCategory: "in2out"
  max_stage_delay_ns: 0.52
  rrSetupSlack_ns: 2.40
  crit_chain: "clkdlybuf4s50_1, nor3_1, a21o_1, or2_2, clkdlybuf4s50_1"
  crit_end: "seg[3]"
  critPathCaptureType: "output pin"
  r2r-start: "U5.counter[0]"
  cp_slowest_cell: "clkdlybuf4s50_1"
  cp-startpoint: "seg_button"
  arrival_ns: 2.24
  path_depth: 5
  r2r_cells: 5
  cp_max_fo: 4
route:
  met2_length_microns: 907
  wl_met3_microns: 207
  post-route-drc-count: 0
  post_drt_wl_per_cell_microns: 9.82
  maxUsedRoutingLayer: "met4"
  routed_via_density: 4.09
  m1WireLength_microns: 1160
  drt-initial-drc-count: 62
  ant_nets: 0
  dr.pass1.iters: 3
  routed_wl_microns: 2300
  num_vias: 958
  n_antenna_cell: 0
min_path:
  hp-class: "reg2reg"
flow_run:
  warning_count: 25
  maxCapViolCount: 0
run_status:
  status: "finished, final reports clean"
==> worst min path at each step <==
| stage | start | endpoint | slack [ns] | cells past startpoint |
|---|---|---|---|---|
| CTS | U5.counter[0] | U5.counter[0] | 0.40 | 1 |
| global route | U5.counter[0] | U5.counter[0] | 0.42 | 1 |
| finish | U5.counter[0] | U5.counter[0] | 0.41 | 1 |
==> logic make-up after synthesis <==
logic type	after synthesis	synth area share
xor+xnor	26	0.162
fa+ha+maj	1	0.00891
compound gates	8	0.0374
flops	32	0.456
other cells	1	0.00267
simple gates	60	0.298
buf+inv	9	0.0348
==> layer usage <==
metal	track usage	up-vias
met5	0	-
met4	0.00535	0
met3	0.0149	2
met2	0.0683	18
met1	0.0599	428
li1	-	510
==> cells in the mapped netlist (all sizes together) <==
library cell	number	share of area
buf	3	0.019
nand3	10	0.045
nand4bb	1	0.0080
ha	1	0.0089
nor4	6	0.049
dfxtp	32	0.46
nor2	7	0.019
and2	1	0.0045
and4	4	0.030
o21bai	1	0.0053
inv	6	0.016
nor3	9	0.032
and3	2	0.0089
xnor2	11	0.069
nor4b	1	0.017
a21o	1	0.0053
conb	1	0.0027
a21boi	1	0.0053
or2	2	0.0089
nand2	11	0.037
o21a	2	0.011
o21ai	1	0.0036
nand4	3	0.024
nor3b	2	0.011
nor2b	1	0.0045
a21oi	2	0.0071
xor2	15	0.094
==> metrics by stage <==
stage	worst slack (ns)	total power (W)	utilization	hold WS, ns	cell area [sq um]
final	0.885	0.000472	0.251	0.406	1690
after global routing	0.806	0.000489	0.251	0.423	1690
after floorplan	1.89	0.000296	-	0.366	1400
after global placement	0.905	0.000304	0.242	0.376	1640
after CTS	0.882	0.000481	0.251	0.405	1690
after detailed placement	0.887	0.000304	0.242	0.382	1640
==> worst register-to-register path, delay by kind of cell (launching register included) <==
kind | cells | cell delay, ns
and+or+nand+nor | 3 | 0.69
adders and majority gates | 1 | 0.24
xor gates and xnor gates | 1 | 0.16
DFF | 1 | 0.35
==> final cells by class <==
type	instances	area (sq um)	share of cell area
clock buffers	4	55.1	0.0325
inverters	6	22.5	0.0133
multi-input cells	96	714	0.422
flip-flops and latches	32	641	0.378
well taps	80	100	0.0591
repair buffers	16	160	0.0946
==> registers in the layout, summed over array words and instances, names as in the netlist <==
name and count:
U5.counter 28, U1.cur_st 4
==> power by group through the flow <==
stage	Clock (W)	Combinational, W	Sequential (W)
CTS	0.000183	0.0000118	0.000286
global route	0.000190	0.0000131	0.000286
finish	0.000174	0.0000116	0.000286
Power is estimated from default activity; no workload was simulated.
